**flow/design.v**
```verilog
`timescale 1ns/1ps
module FPMUL (
    input   wire    [31:00] A,       
    input   wire    [31:00] B,       
    output  reg     [31:00] P,       
    output  reg             OF,      
    output  reg             UF,      
    output  reg             NaNF,    
    output  reg             InfF,    
    output  reg             DNF,     
    output  reg             ZF,      
    input   wire            Start,   
    output  reg             Done,    
    input   wire            Clk,     
    input   wire            Rst     
);
    reg     [2:0]   cnt; 
    initial
    begin
        P = 32'h80000000;
        cnt = 0;
        OF = 0;
        UF = 0;
        NaNF = 0;
        InfF = 0;
        DNF = 0;
        ZF = 1;
        Done = 0;
    end
    always@(posedge Clk)
    begin
             if (Rst)               begin cnt = 0; Done = 0; end
        else if (Start && cnt == 0) cnt = 1;
        else if (cnt < 4)           cnt = cnt + 1;
        else if (cnt >= 4)          Done = 1;
    end
endmodule
```
**flow/run.sh**
```bash
#!/bin/bash
# OpenROAD 26Q1-2900-gdf79404cd8, Yosys 0.63+post, stock flow scripts
make -C /OpenROAD-flow-scripts/flow DESIGN_CONFIG=/design/flow/config.mk WORK_HOME=/design/flow/orfs finish
```
**flow/config.mk**
```make
export PLATFORM = sky130hd
export DESIGN_NAME = FPMUL
export DESIGN_NICKNAME = FPMUL
export VERILOG_FILES = /design/flow/design.v
export SDC_FILE = /design/flow/constraint.sdc
export NUM_CORES = 4
export LEC_CHECK = 1
export CORE_AREA = 10 10 70 70
export DIE_AREA = 0 0 80 80
```
**flow/constraint.sdc**
```tcl
current_design FPMUL

set clk_period 1.4
set clk_io_pct 0.2

create_clock -name clk0 -period $clk_period [get_ports {Clk}]

set non_clock_inputs [all_inputs -no_clocks]
set_input_delay [expr $clk_period * $clk_io_pct] -clock clk0 $non_clock_inputs
set_output_delay [expr $clk_period * $clk_io_pct] -clock clk0 [all_outputs]
```
==> run_summary.xml <==
<?xml version="1.0" encoding="UTF-8"?>
<metrics>
  <group name="global_routing">
    <metric name="globalRouteOverflowTotal" unit="">0</metric>
    <metric name="global_route_wire_length_before_repair" unit="um">1120</metric>
    <metric name="gr-usage-all-layers" unit="%">2.08</metric>
    <metric name="initial_antenna_violation_count" unit="">0</metric>
    <metric name="grt_pass1_vias" unit="">278</metric>
    <metric name="largest_net_degree_at_the_start_of_global_routing" unit="">7</metric>
  </group>
  <group name="clock_tree">
    <metric name="tritoncts_num_sinks" unit="">4</metric>
    <metric name="cts.reportedPaths.clkPinSlew" unit="ps">30</metric>
    <metric name="cts_buf_count" unit="">3</metric>
    <metric name="cts_resized" unit="">0</metric>
    <metric name="clock_tree.buffer_depth" unit="">2</metric>
    <metric name="ctsHtreeMaxLevel" unit="">1</metric>
    <metric name="ctsHoldBuffers" unit="">0</metric>
    <metric name="cts_tree" unit="">built</metric>
    <metric name="worst_skew_pair.late_latency" unit="ps">230</metric>
    <metric name="cell_at_the_root_of_the_clock_tree" unit="">sky130_fd_sc_hd__clkbuf_4</metric>
    <metric name="post-cts-setup-buffers" unit="">0</metric>
  </group>
  <group name="min_path">
    <metric name="min-delay-path-class" unit="">reg -&gt; reg</metric>
  </group>
  <group name="synth">
    <metric name="netlist_logic_family_top" unit="">buffers and inverters</metric>
    <metric name="synth-adder-area-share" unit="%">5.36</metric>
    <metric name="synth.lib_cells_used.distinct" unit="">11</metric>
    <metric name="synth_stat.cells" unit="">58</metric>
    <metric name="synth.cell_area" unit="sq um">467</metric>
    <metric name="postSynthAreaPerCell" unit="sq um">8.05</metric>
    <metric name="yosysWarnings" unit="">1</metric>
    <metric name="compound_area_share" unit="%">4.83</metric>
    <metric name="synthesis.instances" unit="">58</metric>
    <metric name="yosys-mux-area-fraction" unit="%">0</metric>
    <metric name="ys_sh_simple" unit="%">8.31</metric>
    <metric name="post_synth_xor_area_fraction" unit="%">0</metric>
    <metric name="synth.yosys.seq_area_share" unit="%">17.2</metric>
    <metric name="yosys.stat.chipArea" unit="sq um">467</metric>
    <metric name="synth-seq-cells" unit="">4</metric>
  </group>
  <group name="critical_path">
    <metric name="critPathRequiredTime" unit="ps">1120</metric>
    <metric name="crit_buf_inv" unit="">1</metric>
    <metric name="path_cells" unit="">clkdlybuf4s50_1</metric>
    <metric name="timing.critical_path.arrival" unit="ps">1010</metric>
    <metric name="start_kind" unit="">flip-flop</metric>
    <metric name="worstSetupEndpointType" unit="">output pin</metric>
    <metric name="critical_path.top_delay_family" unit="">buffers and inverters</metric>
    <metric name="slowest_delay" unit="ps">460</metric>
    <metric name="critical_path_peak_fanout" unit="">2</metric>
    <metric name="timing.critical_path.slowest_stage_cell" unit="">sky130_fd_sc_hd__clkdlybuf4s50_1</metric>
    <metric name="criticalPathCategory" unit="">reg -&gt; out</metric>
  </group>
  <group name="routing">
    <metric name="vias" unit="">224</metric>
    <metric name="vias_per_cell" unit="">2.07</metric>
    <metric name="n_antenna_cell" unit="">0</metric>
    <metric name="ant_nets" unit="">0</metric>
    <metric name="drt_wl_total" unit="um">809</metric>
    <metric name="wl_per_cell" unit="um">7.49</metric>
    <metric name="drt_iter0_drc" unit="">4</metric>
    <metric name="dr.pass1.iters" unit="">2</metric>
    <metric name="drcViolationCount" unit="">0</metric>
  </group>
  <group name="sta">
    <metric name="finalHoldViolations" unit="">0</metric>
    <metric name="clock_skew" unit="ps">2.59</metric>
    <metric name="maxClockFrequency" unit="MHz">773</metric>
    <metric name="share_of_the_clock_period_used_by_the_worst_path" unit="%">92.4</metric>
    <metric name="period_minus_slack" unit="ps">1290</metric>
    <metric name="slew_viols_final" unit="">0</metric>
    <metric name="tns" unit="ps">0</metric>
    <metric name="post-route-worst-setup-slack" unit="ps">107</metric>
    <metric name="unrepaired_setup_endpoints_after_global_routing" unit="">no</metric>
    <metric name="timing.final.setup_violations" unit="">0</metric>
  </group>
  <group name="die">
    <metric name="floorplan.rows" unit="">21</metric>
    <metric name="initial_core_utilization" unit="%">13.7</metric>
    <metric name="die_w" unit="um">80</metric>
    <metric name="chip_area" unit="sq um">6400</metric>
    <metric name="core_area" unit="sq um">3420</metric>
    <metric name="die_height" unit="um">80</metric>
    <metric name="num_io_pins" unit="">106</metric>
  </group>
  <group name="flow_run">
    <metric name="maxcap_viol_count" unit="">0</metric>
    <metric name="warnings" unit="">90</metric>
  </group>
  <group name="cells_and_area">
    <metric name="post_route_cells_drive_above_1_share" unit="%">8.06</metric>
    <metric name="fin_util" unit="%">12.5</metric>
    <metric name="final_layout_top_logic_cells" unit="">sky130_fd_sc_hd__conb_1, sky130_fd_sc_hd__dfxtp_1, sky130_fd_sc_hd__nor2_1, sky130_fd_sc_hd__clkbuf_4, sky130_fd_sc_hd__clkdlybuf4s50_1</metric>
    <metric name="syn_to_final_growth" unit="%">-8.58</metric>
    <metric name="lay_top_count" unit="">sky130_fd_sc_hd__conb_1</metric>
  </group>
  <group name="outcome">
    <metric name="run_status" unit="">completed</metric>
  </group>
  <group name="pwr">
    <metric name="max_vdd_drop" unit="mV">0.213</metric>
    <metric name="p_leak" unit="nW">0.221</metric>
    <metric name="powerDensity" unit="nW/um^2">780</metric>
  </group>
  <group name="placement">
    <metric name="port_bufs" unit="">3</metric>
    <metric name="finalWeightedCongestion" unit="">0.714</metric>
    <metric name="place.detailed.hpwl" unit="um">719</metric>
    <metric name="pre_cts_ws" unit="ps">210</metric>
  </group>
</metrics>
## logic make-up (layout without fill, tap and decap cells)
family / after synthesis / in the layout
compound gates: 3 / 3
fa+ha+maj: 2 / 2
buf+inv: 40 / 8
flops: 4 / 4
other cells: 2 / 38
simple gates: 7 / 7
## power breakdown
group          internal (mW)  total [mW]  switching [mW]
Clock                 0.0958       0.142          0.0462
Sequential             0.127       0.136         0.00917
Combinational         0.0262      0.0549          0.0287
Total                  0.249       0.333          0.0840
## per-stage QoR
step                cells  total power, mW  cell area, sq um  hold WS, ps
CTS                   108            0.344               427          478
detailed placement    105            0.195               404          469
floorplan              94            0.243               602          349
global placement      105            0.194               404          456
global route          108            0.367               427          501
finish                108            0.333               427          469
## synthesized netlist by cell type
cell                       count  share of area [%]
sky130_fd_sc_hd__dfxtp_1       4                 17
sky130_fd_sc_hd__buf_4        38                 61
sky130_fd_sc_hd__nor2_1        3                2.4
sky130_fd_sc_hd__conb_1        2                1.6
sky130_fd_sc_hd__a211oi_2      1                2.7
sky130_fd_sc_hd__a21oi_1       2                2.1
sky130_fd_sc_hd__nand3b_1      1                1.6
sky130_fd_sc_hd__inv_1         2                1.6
sky130_fd_sc_hd__nand2_1       2                1.6
sky130_fd_sc_hd__nor3b_2       1                2.7
sky130_fd_sc_hd__ha_1          2                5.4
## routing by layer
metal	vias up	GRT usage, %	wire length (um)
met3	0	1.02	56
li1	110	-	-
met2	23	3.21	383
met5	-	0	0
met1	91	2.52	369
met4	0	0.528	0
## worst paths after layout
| path | from | end | slack, ps | cells after the start |
|---|---|---|---|---|
| setup / recovery | Done$_SDFFE_PP0P_ | Done | 110 | 1 |
| hold reg to reg | Done$_SDFFE_PP0P_ | Done$_SDFFE_PP0P_ | 470 | 2 |
| setup reg to reg | cnt[0]$_SDFFE_PP0P_ | cnt[0]$_SDFFE_PP0P_ | 340 | 5 |
| hold / removal | Done$_SDFFE_PP0P_ | Done$_SDFFE_PP0P_ | 470 | 2 |
## state kept, by name (all words and copies together) (netlist names)
register	count
cnt	3
Done	1
## area by class of cell
cell class	count	area, sq um
timing repair buffer	3	30.0
tap	46	57.6
inverter	2	7.51
clock buffer	3	22.5
sequential	4	80.1
multi-input combinational	50	229
fill	416	2990
Power and IR drop assume default switching activity.
